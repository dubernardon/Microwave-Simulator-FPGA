File: flow/design.v
module ctrl_microondas 
(
    input clock, reset, start, stop, pause, porta, mais, menos, potencia, sec_mod,
    input [1:0] min_mod,
    output [7:0] an, 
    output [7:0] dec_cat,
    output [2:0] potencia_rbg
);
  wire start_ed, pause_ed, stop_ed, mais_ed, menos_ed;
  edge_detector operationDetectorStart (.rising(start_ed), .din(start), .clock(clock), .reset(reset));
  edge_detector operationDetectorStop (.rising(stop_ed), .din(stop), .clock(clock), .reset(reset));
  edge_detector operationDetectorPause (.rising(pause_ed), .din(pause), .clock(clock), .reset(reset));
  edge_detector operationDetectorMais (.rising(mais_ed), .din(mais), .clock(clock), .reset(reset));
  edge_detector operationDetectorMenos (.rising(menos_ed), .din(menos), .clock(clock), .reset(reset));
  reg [1:0] EA, PE;
  reg [1:0] potencia_atual;
  reg [6:0] min, sec;
  wire done, pause_timer, start_timer;
  wire [2:0] potencia_rgb_comb;
  wire [7:0] dec_cat_potencia; 
  wire [7:0] display;
	  always @(posedge clock or posedge reset)
    begin
      if(reset == 1'b1)begin
        PE <= 2'b00;
        EA <= 2'b00;
      end
      else begin
        EA <= PE;
        if(EA ==  2'b00)begin
          if(start_ed == 1 && porta == 0)begin
            PE <= 2'b11;
          end
        end
        if(EA == 2'b01)begin
          if(pause_ed == 1 || porta == 1)begin
              PE <= 2'b10;
          end
          if(stop_ed == 1 || done == 1)begin 
              PE <= 2'b00; 
          end
        end
        if(EA == 2'b10 ) begin
          if(stop_ed == 1) begin
              PE <= 2'b00;
          end
          if((pause_ed == 1 || start_ed == 1) && porta == 0)begin
              PE <= 2'b01;
          end
        end
        if (EA == 2'b11) begin
          if (done == 1) begin
            PE <= 2'b11;
          end
          else begin
            PE <= 2'b01;
          end
        end
      end
    end
    always @(posedge clock or posedge reset)
    begin
      if(reset == 1'b1)begin
        min <= 6'b0;
        sec <= 6'b0;
      end
      else begin
      if(EA ==  2'b00) begin
        if (mais_ed == 1 && potencia == 0) begin
          if(min_mod[1] == 1)begin
            if(min >= 7'b1011010) begin  
              min <= 7'b1100011;
              sec <=  6'b111011;
            end
            else begin
            min <= min + 6'b001010;
            end
          end
          else if(min_mod[0] == 1)begin
            if(min >= 7'b1100011)begin  
              min <= 7'b1100011;
              sec <=  6'b111011;
            end
            else begin
            min <= min + 6'b000001;
            end
          end
          else if(sec_mod == 1)begin
            if(sec >= 6'b110010 && min == 7'b1100011)begin  
                sec <= 6'b111011;
              end
            else if (sec >= 6'b110010) begin  
              min <= min + 6'b000001;
              sec <= sec - 6'b110010; 
            end
            else begin
              sec <= sec + 6'b001010;
            end
          end
          else begin
            if(sec >= 6'b111011 && min == 7'b1100011)begin  
              sec <= 6'b111011;
            end
            else if (sec >= 6'b111011) begin  
              min <= min + 6'b000001;
              sec <= 6'b000000; 
            end
            else begin
              sec <= sec + 6'b000001;
            end
          end
        end
        if (menos_ed == 1 && potencia == 0) begin
          if(min_mod[1] == 1'b1)begin
            if (min < 6'b001010) begin  
              min <= 6'b0;
              sec <= 6'b0;
            end
            else begin
            min <= min - 6'b001010;
            end
          end
          else if(min_mod[0] == 1'b1)begin
            if (min < 6'b000001) begin 
              min <= 6'b0;
              sec <= 6'b0;
            end
            else begin
            min <= min - 6'b000001;
            end
          end
          else if(sec_mod == 1)begin
            if (sec < 6'b001010 && min == 6'b0) begin
              sec <= 6'b0;
            end
            else if (sec < 6'b001010) begin 
              sec <= sec + 6'b110010;
              min <= min - 1;
            end
            else begin
            sec <= sec - 6'b001010;
            end
          end
          else begin
            if (sec == 6'b0 && min == 6'b0) begin
              sec <= 6'b0; 
            end
            else if (sec == 6'b000000) begin
              sec <= 6'b111011;  
              min <= min - 1;
            end
            else begin
              sec <= sec - 6'b000001;
            end
          end
        end
      end
      if (EA == 2'b01) begin
        min <= 6'b0;
        sec <= 6'b0;
      end
      end
    end
    always @(posedge clock or posedge reset)
    begin
      if(reset == 1'b1)begin
        potencia_atual <= 2'b0;
      end
      else if(EA ==  2'b00) begin
        if (mais_ed == 1 && potencia == 1) begin
          if(potencia_atual < 2'b10)begin
            potencia_atual <= potencia_atual + 1'b1;
          end
        end
        if (menos_ed == 1 && potencia == 1) begin
          if(potencia_atual > 2'b00)begin
            potencia_atual <= potencia_atual - 1'b1;
          end
        end
      end
    end
  assign start_timer = (EA == 2'b11 || EA == 2'b01) ? 1'b1 : 1'b0;
  assign pause_timer = (EA == 2'b10) ? 1'b1 : 1'b0;
  assign potencia_rbg = ( EA == 2'b01 ) ? potencia_rgb_comb : 3'b000;
  assign potencia_rgb_comb = (potencia_atual == 2'b00) ? 3'b001 :
                              (potencia_atual == 2'b01) ? 3'b010 :
                              3'b100 ;
  assign dec_cat = (an[5] == 1'b0 ) ? dec_cat_potencia : display;
  assign dec_cat_potencia = (potencia_atual == 2'b00) ? 8'b11101111 :
                            (potencia_atual == 2'b01) ? 8'b11111101 :
                            8'b01111111 ;
  timer tempo(.clock(clock), .reset(reset), .start(start_timer), .stop(stop_ed), .pause(pause_timer), .an(an), .sec(sec), .min(min), .dec_cat(display), .done(done));
endmodule
module dspl_drv_NexysA7 
#(parameter HALF_MS_COUNT = 50000)
(
  input clock, reset,
  input [5:0] d1, d2, d3, d4, d5, d6, d7, d8,
  output reg [7:0] an, dec_cat
);
  reg ck_1KHz;
  reg [2:0] dig_selection;
  reg [4:0] selected_dig;
  reg [31:0] count_50K;
  always @(posedge clock or posedge reset)
  begin
    if (reset == 1'b1) begin
      ck_1KHz   <= 1'b0;
      count_50K <= 32'd0;
    end
    else begin
      if (count_50K == HALF_MS_COUNT-1) begin
        ck_1KHz   <= ~ck_1KHz;
        count_50K <= 32'd0;
      end
      else begin
        count_50K <= count_50K + 1;
      end
    end
  end
  always @(posedge ck_1KHz or posedge reset)
  begin
    if (reset == 1'b1) begin
      dig_selection <= 3'd0;
      selected_dig  <= 5'd0;
      an            <= 8'b11111111;  
    end
    else begin
      if (dig_selection == 3'b111) begin
        dig_selection <= 3'd0;
      end
      else begin
        dig_selection <= dig_selection + 1;
      end
      case (dig_selection)
        3'd0 : begin
          selected_dig <= d1[4:0];
          an <= {7'b1111111, ~d1[5]};
        end
        3'd1 : begin
          selected_dig <= d2[4:0];
          an <= {6'b111111, ~d2[5], 1'b1};
        end
        3'd2 : begin
          selected_dig <= d3[4:0];
          an <= {5'b11111, ~d3[5], 2'b11};
        end
        3'd3 : begin
          selected_dig <= d4[4:0];
          an <= {4'b1111, ~d4[5], 3'b111};
        end
        3'd4 : begin
          selected_dig <= d5[4:0];
          an <= {3'b111, ~d5[5], 4'b1111};
        end
        3'd5 : begin
          selected_dig <= d6[4:0];
          an <= {2'b11, ~d6[5], 5'b11111};
        end
        3'd6 : begin
          selected_dig <= d7[4:0];
          an <= {1'b1, ~d7[5], 6'b111111};
        end
        default : begin
          selected_dig <= d8[4:0];
          an <= {~d8[5], 7'b1111111};
        end
      endcase
    end
  end
  always @*
  begin
    case (selected_dig[4:1])
      4'h0 : dec_cat[7:1] = 7'b0000001;
      4'h1 : dec_cat[7:1] = 7'b1001111;
      4'h2 : dec_cat[7:1] = 7'b0010010;
      4'h3 : dec_cat[7:1] = 7'b0000110;
      4'h4 : dec_cat[7:1] = 7'b1001100;
      4'h5 : dec_cat[7:1] = 7'b0100100;
      4'h6 : dec_cat[7:1] = 7'b0100000;
      4'h7 : dec_cat[7:1] = 7'b0001111;
      4'h8 : dec_cat[7:1] = 7'b0000000;
      4'h9 : dec_cat[7:1] = 7'b0000100;
      4'hA : dec_cat[7:1] = 7'b0001000;
      4'hB : dec_cat[7:1] = 7'b1100000;
      4'hC : dec_cat[7:1] = 7'b0110001;
      4'hD : dec_cat[7:1] = 7'b1000010;
      4'hE : dec_cat[7:1] = 7'b0110000;
      default : dec_cat[7:1] = 7'b0111000;
    endcase
    dec_cat[0] = ~selected_dig[0];
  end
endmodule
module edge_detector
(
  input clock, reset, din,
  output reg rising
);
  reg [16:0] contador;
  reg [1:0] EA;
  always @(posedge clock or posedge reset)
  begin
    if (reset == 1'b1) begin
	  EA <= 2'd0;
      rising <= 1'b0;
	  contador <= 17'd0;
    end
    else begin
      case (EA)
        2'd0 : begin
          if (din == 1'b1) begin
            contador <= 17'd0;
			EA <= 2'd1;
			rising <= 1'b1;
          end
        end
        2'd1 : begin
	      EA <= 2'd2;
	      rising <= 1'b0;
        end	
        default : begin
          if (din == 1'b0 && contador > 130000) begin  
            EA <= 2'd0;
		  end
		  else begin
		    contador <= contador + 1;
          end
        end
      endcase
    end
  end
endmodule
module timer
#(parameter HALF_MS_COUNT = 50000 *1000 ) 
(  
  input clock, reset, start, stop, pause,
  input [6:0] min, sec,
  output done,
  output [7:0] an, dec_cat
);
  wire pause_ed, start_ed, stop_ed;
  edge_detector operationDetectorPause (.rising(pause_ed), .din(pause), .clock(clock), .reset(reset));
  edge_detector operationDetectorStart (.rising(start_ed), .din(start), .clock(clock), .reset(reset));
  edge_detector operationDetectorStop (.rising(stop_ed), .din(stop), .clock(clock), .reset(reset));
    reg [6:0] sec_left, min_left;
    reg [2:0] EA, PE;
    wire [3:0] sec_uni, sec_dec, min_uni, min_dec;
    reg clk1seg;
    reg [31:0] count_50M;
    always @(posedge clock or posedge reset)
    begin
      if (reset == 1'b1) begin
        clk1seg   <= 1'b0;
        count_50M <= 32'd0;
      end
      else begin
        if (count_50M == HALF_MS_COUNT-1) begin
          clk1seg   <= ~clk1seg;
          count_50M <= 32'd0;
        end
        else begin
          count_50M <= count_50M + 1;
        end
      end
    end
    always @(posedge clock or posedge reset)
    begin
      if(reset==1'b1)begin
        PE <= 2'b00;
        EA <= 2'b00;
      end
      else begin
        EA <= PE;
        if(EA ==  2'b00)begin
          if(start_ed==1)begin
            PE <= 2'b01;
          end
        end
        if(EA == 2'b01)begin
          if(pause_ed == 1)begin
            PE <= 2'b10;
          end
          if(stop_ed == 1 || sec_left == 6'b0 && min_left== 6'b0)begin 
            PE <= 2'b00; 
          end
        end
        if(EA == 2'b10 ) begin
          if(stop_ed == 1) begin
            PE <= 2'b00;
          end
          if(pause_ed == 1 || start_ed == 1)begin
            PE <= 2'b01;
          end
        end
      end
    end
    always @(posedge clk1seg or posedge reset)
    begin
      if(reset==1'b1)begin
        sec_left<=7'b0;
        min_left<=7'b0;
      end
      else begin
        if(EA==2'b00)begin
          if(sec >7'b0111011)begin
            sec_left <= 7'b0111011;
          end
          else begin
            sec_left<=sec;
          end
          if(min > 7'b1100011)begin
            min_left <=7'b1100011;
          end
          else begin 
            min_left<=min;
          end       
        end
        if(EA==2'b01)begin
          if(sec_left>0)begin
            sec_left<=sec_left-1;
          end
          if(sec_left==0 && min_left>0)begin
            min_left<=min_left-1;
            sec_left<=7'b0111011;
          end
        end
      end
    end
    assign done = (EA == 2'b00) ? 1 : 0;
    integer minutes;
    always@(min_left)
    minutes = min_left;
    integer seconds;
    always@(sec_left)
    seconds = sec_left;
    assign sec_uni = seconds % 10;
    assign sec_dec = seconds / 10;
    assign min_uni =  minutes % 10;
    assign min_dec = minutes / 10;
    dspl_drv_NexysA7 instaciacao (.reset(reset), .clock(clock), .d1({1'b1, sec_uni,1'b0}), .d2({1'b1, sec_dec, 1'b0}), .d3({1'b1, min_uni, 1'b0}), .d4({1'b1, min_dec, 1'b0}), .d5(6'd0), .d6(6'b100000), .d7(6'd0), .d8(6'd0), .dec_cat(dec_cat), .an(an));
endmodule
File: flow/constraint.sdc
current_design ctrl_microondas

set clk_period 6.6
set clk_io_pct 0.2

create_clock -name clk0 -period $clk_period [get_ports {clock}]

set non_clock_inputs [all_inputs -no_clocks]
set_input_delay [expr $clk_period * $clk_io_pct] -clock clk0 $non_clock_inputs
set_output_delay [expr $clk_period * $clk_io_pct] -clock clk0 [all_outputs]
File: flow/run.sh
#!/bin/bash
# OpenROAD 26Q1-2900-gdf79404cd8, Yosys 0.63+post, stock flow scripts
make -C /OpenROAD-flow-scripts/flow DESIGN_CONFIG=/design/flow/config.mk WORK_HOME=/design/flow/orfs finish
File: flow/config.mk
export PLATFORM = sky130hd
export DESIGN_NAME = ctrl_microondas
export DESIGN_NICKNAME = ctrl_microondas
export VERILOG_FILES = /design/flow/design.v
export SDC_FILE = /design/flow/constraint.sdc
export NUM_CORES = 4
export LEC_CHECK = 1
export CORE_UTILIZATION = 30
==> job_summary.md <==
### Flow metrics

| Metric | Value |
|---|---|
| Status | `complete, no violations` |
| HP Class | `reg -> reg` |
| Final period utilization | `57.1%` |
| Initial DRC count | `959` |
| Place WS | `2.39 ns` |
| Most instantiated cells after synthesis | `dfrtp_1, nor2_1, nand2_1, xor2_1, o21ai_0` |
| Top cell area share | `39.8%` |
| Fmax | `266 MHz` |
| Crit path capture | `potencia_rbg[2]` |
| Final WL | `38.1 mm` |
| R2R depth | `11` |
| Synth top cell by count | `dfrtp_1` |
| Worst relative slew slack | `40.7%` |
| Dominant synthesized flop cell | `dfrtp_1` |
| Ports | `31` |
| Synth warnings | `4` |
| Synthesized cell area | `0.0172 mm2` |
| CP endpoint kind | `output port` |
| # DRC | `0` |
| Hold Path Cell Cnt | `0` |
| Mux cell area share | `1.89%` |
| Total CTS buffers | `31` |
| Final setup margin | `2.83 ns` |
| Core box area | `0.0565 mm2` |
| HPWL Detailed | `26.5 mm` |
| CTS Buffer Depth | `3` |
| Die width | `241 um` |
| Crit Reg-Reg Startpoint | `sec[2]$_DFFE_PP0P_` |
| Syn avg cell area | `8.80 um2` |
| CTS resizes | `0` |
| Post-route ant nets | `0` |
| Antenna violations before repair | `1` |
| DR WL/cell | `13.9 um` |
| Synthesis area per yosys | `0.0172 mm2` |
| Register pins left without a clock | `26` |
| Leak Pwr | `8.48 nW` |
| H-tree depth | `1` |
| Clk_skew | `0.0231 ns` |
| Setup TNS | `0 ns` |
| First-pass GRT wire length | `65.4 mm` |
| Final hold vios | `0` |
| Cell taking the most area after synthesis | `dfrtp_1` |
| Vias | `13900` |
| XOR/XNOR Fraction of Synth Area | `9.64%` |
| Worst setup startpoint | `EA[1]$_DFF_PP0_` |
| Placer congestion estimate | `0.908` |
| Crit Path Max Fanout | `27` |
| EDFF count, synth | `0` |
| Synth cell types | `97` |
| Largest net degree at the start of global routing | `122` |
| Reg2Reg Capture Point | `min[5]$_DFFE_PP0P_` |
| Startpoint types | `flop` |
| TritonRoute pass-1 iters | `5` |
| Kind of critical path | `reg -> out` |
| Die Ht | `241 um` |
| Vias per cell | `5.06` |
| Adder-Cell Fraction of Synth Area | `4.55%` |
| Root Driver | `clkbuf_16` |
| Tool Warnings | `64` |
| Cells after Synth | `1953` |
| Seq share, synth | `41.8%` |
| CTS tree | `built` |
| Ys cells | `1953` |
| Clk ins delay skew pair | `0.58 ns` |
| Synth top area cells | `dfrtp_1, xor2_1, nor2_1` |
| Max-Cap Viols | `0` |
| Setup bufs post-CTS | `0` |
| Pwr dens | `193 mW/mm2` |
| Vias in the first global route | `13200` |
| Port Buf Inserts | `26` |
| Flops after synth | `286` |
| Arrival time worst endpoint | `2.45 ns` |
| Std cell rows | `87` |
| Worst-path clk slew | `0.05 ns` |
| Share of cells above drive strength 1 | `6.79%` |
| Worst vdd ir | `194 uV` |
| FILL cells | `5569` |
| RSZ-0062 raised after global routing | `no` |
| Ao+oa area frac | `15.0%` |
| Final Setup Violations | `0` |
| Simple-gate share of the synthesized area | `23.4%` |
| Slew of the pin with the lowest slew margin | `0.885 ns` |
| FFs w/ async S/R, synth | `100%` |
| Final min period | `3.77 ns` |
| Die ar. | `0.0582 mm2` |
| Synth logic family | `simple AND/OR/NAND/NOR gates` |
| Endpoints left unconstrained | `35` |
| Initial Util | `30.4%` |
| Critical Path RT | `5.28 ns` |
| Total track usage | `13.7%` |
| Total grt overflow | `0` |
| Ant diodes | `0` |
| Reg2Reg Setup Slack | `3.01 ns` |
| Synth-to-Final Area Change | `12.5%` |
| Max-slew violation count | `0` |
| # hold bufs at CTS | `0` |
[layer usage]
metal  GRT usage (%)  part of all wire (%)  wire [um]  vias to the layer above
met2            21.4                    46      17300                      233
met4            2.69                   1.7        637                        2
met3            2.12                   4.0       1530                       51
met1            20.7                    49      18500                     6729
li1                -                     -          -                     6873
met5               0                 0.034         13                        -
[placed cells by master (no fill, tap or decap), drive strengths merged, types with 14 or more instances in the layout]
master	n
dfrtp	273
nor2	238
nand2	209
xor2	115
o21ai	110
a21oi	102
inv	95
nand3	89
xnor2	74
ha	60
nor3	58
nand4	57
clkbuf	44
and3	38
clkdlybuf4s50	26
or3	24
nand2b	22
and2	21
a21o	18
mux2i	17
buf	17
nor4	16
nor2b	14
[power breakdown]
group          switching [mW]  internal [mW]  total (mW)
sequential             0.0747           1.64        1.72
combinational           0.184          0.119       0.303
clock                   0.678           1.03        1.71
total                   0.937           2.79        3.73
[worst min-delay path by stage]
stage                                 start                    end
final                 tempo.PE[1]$_DFF_PP0_  tempo.EA[1]$_DFF_PP0_
after global routing  tempo.PE[0]$_DFF_PP0_  tempo.EA[0]$_DFF_PP0_
after CTS             tempo.PE[1]$_DFF_PP0_  tempo.EA[1]$_DFF_PP0_
[worst max-delay path: stages, from the launching register on]
cell and delay, ns:
dfrtp_1 0.35, buf_4 0.23, nor2b_1 0.50, nor3b_1 0.27, clkdlybuf4s50_1 0.52
[final cells by class]
class	instances	area [um2]	area share, %
sequential	286	7170	37.1
clock inverter	14	139	0.719
inverter	96	364	1.88
tap	756	946	4.90
clock buffer	44	905	4.68
multi-input combinational	1506	9380	48.6
timing repair buffer	43	413	2.14
[logic make-up after synthesis]
group / after synthesis
simple gates: 831
compound gates: 390
flops: 286
xor+xnor: 189
buf+inv: 164
fa+ha+maj: 63
mux: 29
other cells: 1
[per-stage QoR]
stage	std cells	area [um2]	utilization (%)	hold slack [ns]	total power [mW]
floorplan	1956	17200	-	0.353	1.96
global route	2745	19300	34.2	0.393	3.90
finish	2745	19300	34.2	0.380	3.73
detailed placement	2687	18300	32.4	0.368	2.05
global placement	2687	18300	32.4	0.363	2.05
CTS	2745	19300	34.2	0.381	3.78
[sequential cells by signal, indices dropped and copies added, names as in the netlist, 4 cells and up, named ones only]
signal                                 cells
tempo.min_left                             7
tempo.operationDetectorStop.contador      17
min                                        7
operationDetectorStart.contador           17
tempo.instaciacao.an                       5
tempo.instaciacao.count_50K               32
tempo.operationDetectorPause.contador     17
tempo.count_50M                           32
sec                                        7
tempo.operationDetectorStart.contador     17
operationDetectorMais.contador            17
tempo.instaciacao.selected_dig             4
operationDetectorPause.contador           17
operationDetectorMenos.contador           17
operationDetectorStop.contador            17
tempo.sec_left                             7
No activity file was given, so power comes from the tool's default toggle rates.
